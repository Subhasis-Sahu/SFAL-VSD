### design.v
module pll (
    input wire f_clk_in,
    input wire VPWR,
    input wire VGND,
    output wire f_vco,
    output wire up,
    output wire down,
    input wire vctrl
);
    wire clk_fb;     
    wire phase_err;  
    wire vco_out;    
    pfd pfd_inst (
        .clk_in(f_clk_in),
        .clk_fb(clk_fb),
        .up(up),
        .down(down)
    );
    vco vco_inst (
        .vctrl(vctrl),
        .vco_out(vco_out)
    );
    divider div_inst (
        .clk_in(vco_out),
        .clk_out(clk_fb)
    );
    assign f_vco = vco_out;
endmodule
module pfd (
    input wire clk_in,
    input wire clk_fb,
    output reg up,
    output reg down
);
    reg clk_in_delayed;
    reg clk_fb_delayed;
    always @(posedge clk_in or posedge clk_fb) begin
        if (clk_in) begin
            up <= 1'b1;
            down <= 1'b0;
        end else if (clk_fb) begin
            up <= 1'b0;
            down <= 1'b1;
        end else begin
            up <= 1'b0;
            down <= 1'b0;
        end
    end
endmodule
module vco (
    input wire vctrl,
    output reg vco_out
);
    reg [7:0] counter = 0;
    always @(posedge vctrl) begin
        counter <= counter + 1;
        vco_out <= counter[7];
    end
endmodule
module divider (
    input wire clk_in,
    output reg clk_out
);
    reg [3:0] counter = 0;
    always @(posedge clk_in) begin
        counter <= counter + 1;
        if (counter == 8) begin
            clk_out <= ~clk_out;
            counter <= 0;
        end
    end
endmodule
### run.sh
#!/bin/bash
# OpenROAD 26Q1-2900-gdf79404cd8, Yosys 0.63+post, stock flow scripts
make -C /OpenROAD-flow-scripts/flow DESIGN_CONFIG=/design/flow/config.mk WORK_HOME=/design/flow/orfs finish
### config.mk
export PLATFORM = sky130hd
export DESIGN_NAME = pll
export DESIGN_NICKNAME = pll
export VERILOG_FILES = /design/flow/design.v
export SDC_FILE = /design/flow/constraint.sdc
export NUM_CORES = 4
export LEC_CHECK = 1
export CORE_AREA = 10 10 70 70
export DIE_AREA = 0 0 80 80
### constraint.sdc
current_design pll

set clk_period 2.1
set clk_io_pct 0.2

create_clock -name clk0 -period $clk_period [get_ports {vctrl}]

set non_clock_inputs [all_inputs -no_clocks]
set_input_delay [expr $clk_period * $clk_io_pct] -clock clk0 $non_clock_inputs
set_output_delay [expr $clk_period * $clk_io_pct] -clock clk0 [all_outputs]
==> impl_metrics.env <==
# yosys + openroad results
export IMPL_htree_levels=1
export IMPL_swShare=0.190
export IMPL_wl_per_cell_um=6.64
export IMPL_clk_pin_slew_ns=0.06
export IMPL_hold_end="vco_inst.vco_out$_DFF_P_"
export IMPL_worst_r2r_setup_slack_ns=1.15
export IMPL_fillers=377
export IMPL_grt_total_usage=0.0225
export IMPL_p_sw_uw=57.5
export IMPL_drc=0
export IMPL_cts_buffers=3
export IMPL_pwr_share_seq=0.564
export IMPL_path_max_fanout=6
export IMPL_finalSetupTns_ns=0
export IMPL_wl_um=684
export IMPL_ys_flops=16
export IMPL_cp_slowest_cell="clkdlybuf4s50_1"
export IMPL_synth_chip_area_um2=564
export IMPL_hold_class="register to register"
export IMPL_whs_ns=0.364
export IMPL_cellPowerDensity_nw_per_um2=441
export IMPL_synth_top_area_share=0.461
export IMPL_vdd_drop_max_v=0.000360
export IMPL_row_count=21
export IMPL_clockBufferDepth=2
export IMPL_postCtsSetupBuffers=0
export IMPL_rsz0062_at_grt="false"
export IMPL_worst_path_buf_inv=1
export IMPL_ys_cells=49
export IMPL_coreArea_um2=3420
export IMPL_untimed_endpoints=8
export IMPL_design_area_um2=688
export IMPL_synth_cell_types=19
export IMPL_hold_buffers=0
export IMPL_warnings=28
export IMPL_p_total_uw=303
export IMPL_combPwrFrac=0.010
export IMPL_cts_tree="yes"
export IMPL_drt_iter0_drc=3
export IMPL_finalHoldViolCount=0
export IMPL_synth_warnings=3
export IMPL_cp_slowest_stage_delay_ns=0.50
export IMPL_unclocked_regs=7
export IMPL_postCtsResizedCells=0
export IMPL_grt_first_pass_wirelength_um=1180
export IMPL_syn_cell_area_um2=564
export IMPL_synthArstFlopShare=0.125
export IMPL_chipArea_um2=6400
export IMPL_place_gp_congestion=0.694
export IMPL_yosysTopAreaCell="dfxtp_1"
export IMPL_port_buffers=4
export IMPL_areaGrowthSynthToFinish_pct=22.0
export IMPL_dieHeight_um=80
export IMPL_postPlaceCellArea_um2=662
export IMPL_startpoint_type="register"
export IMPL_reg2reg_from="vco_inst.counter[2]$_DFF_P_"
export IMPL_drive_gt1_frac=0.105
export IMPL_drv_cap=0
export IMPL_ys_flop_type="dfxtp_1"
export IMPL_syn_inst=49
export IMPL_status="complete, no violations"
export IMPL_cp_arrival_ns=1.16
export IMPL_hold_path_depth=0
export IMPL_r2r_end="vco_inst.counter[7]$_DFF_P_"
export IMPL_fp_utilization=0.165
export IMPL_antenna_cells=0
export IMPL_clock_fmax_mhz=633
export IMPL_p_clk_frac=0.426
export IMPL_antenna_found_initial=0
export IMPL_avgViaCountPerCell=3.05
export IMPL_critPathCaptureType="output port"
export IMPL_edf_count=1
export IMPL_p_leak_uw=0.000280
export IMPL_root_buffer="clkbuf_4"
export IMPL_finalCritPeriodShare=0.752
export IMPL_grt_overflow=0
export IMPL_grt_pass1_vias=287
export IMPL_grt_max_degree=7
export IMPL_ant_nets=0
export IMPL_final_max_slew_violation_count=0
export IMPL_vias=314
export IMPL_path_cells="clkdlybuf4s50_1"
export IMPL_die_w_um=80
export IMPL_hold_path_startpoint="vco_inst.counter[7]$_DFF_P_"
export IMPL_power_internal_uw=246
export IMPL_setup_violations=0
export IMPL_r2r_cells=3
export IMPL_crit_type="register to output port"
export IMPL_syn_avg_cell_area_um2=11.5
export IMPL_period_minus_slack_ns=1.58
export IMPL_io_pins=7
export IMPL_yosysSeqAreaShare=0.605
export IMPL_clk_latency_ns=0.26
export IMPL_first_pass_iters=2
export IMPL_hpwlAfterDp_um=553
export IMPL_cpLargestDelayFamily="buffers and inverters"
export IMPL_ys_top_cells_by_area="dfxtp_1 (46%), xnor2_1 (7.8%), ha_1 (6.7%)"
export IMPL_cp_required_ns=1.68
export IMPL_fin_skew_ns=0.00411
-- power by group through the flow --
stage	logic, µW	clock network (µW)	registers [µW]
finish	2.97	129	171
global route	3.74	146	171
CTS	3.08	136	171
-- flip-flops by register name (all words and copies together) (netlist names) --
name              flops
div_inst.counter      4
pfd_inst.down         1
div_inst.clk_out      1
vco_inst.counter      8
vco_inst.vco_out      1
pfd_inst.up           1
-- how the worst max path moves through the flow --
stage	start	end	slack, ns	depth (start not counted)
after CTS	vco_inst.vco_out$_DFF_P_	f_vco	0.49	1
after global routing	vco_inst.vco_out$_DFF_P_	f_vco	0.42	1
final	vco_inst.vco_out$_DFF_P_	f_vco	0.52	1
-- routing by layer --
metal  track usage  wire length [µm]  vias to the layer above
met5             0                 0                        -
met4       0.00352                 0                        0
met3        0.0159                68                        0
met2        0.0321               293                        8
met1        0.0276               322                      139
li1              -                 -                      167
-- stage by stage --
| step | setup slack, ns | std cells | util |
|---|---|---|---|
| global placement | 0.782 | 99 | 0.194 |
| global route | 0.425 | 103 | 0.201 |
| finish | 0.521 | 103 | 0.201 |
| CTS | 0.490 | 103 | 0.201 |
| detailed placement | 0.778 | 99 | 0.194 |
| floorplan | 1.22 | 49 | - |
-- synthesized netlist by cell type, drive strengths merged (2+ instances only) --
master,count
inv,5
nor2,3
dfxtp,13
nand3,3
conb,2
xor2,3
nand2,3
xnor2,5
ha,3
-- kinds of logic (layout without fill, tap and decap cells) --
kind of cell,after synthesis,after routing,synth area share
fa+ha+maj,3,3,0.0665
buf+inv,5,13,0.0333
other cells,2,2,0.0133
simple gates,14,14,0.144
xor+xnor,8,8,0.124
compound gates,1,1,0.0133
flops,16,16,0.605
-- area by class of cell --
type	count	area, µm²	share of cell area
multi-input combinational	28	204	0.296
timing repair buffer	4	40.0	0.0582
tap	46	57.6	0.0836
sequential	16	342	0.496
clock buffer	4	26.3	0.0382
inverter	5	18.8	0.0273
-- cell usage in the layout (no fill, tap or decap), types with 2 or more instances in the layout --
cell type,count
clkbuf_4,3
clkdlybuf4s50_1,4
conb_1,2
dfxtp_1,13
ha_1,3
inv_1,5
nand2_1,3
nand3_1,2
nor2_1,3
xnor2_1,5
xor2_1,3
Power figures rest on the tool's default switching activity, not on a simulated workload.
